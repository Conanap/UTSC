[./constraint.sdc]
current_design Lab02_c

set clk_period 5.3
set clk_io_pct 0.2

create_clock -name clk0 -period $clk_period

set non_clock_inputs [all_inputs -no_clocks]
set_input_delay [expr $clk_period * $clk_io_pct] -clock clk0 $non_clock_inputs
set_output_delay [expr $clk_period * $clk_io_pct] -clock clk0 [all_outputs]
[./design.v]
`timescale 1ns / 1ns  
module Lab02_c(SW, KEY, HEX0, HEX1, HEX2, HEX3, HEX4, HEX5, LEDR);
    input [8:0] SW;
    input [2:0] KEY;
    output [6:0] HEX0, HEX1, HEX2, HEX3, HEX4, HEX5;
    output [9:0] LEDR;
    ALU alu(.SW(SW[8:0]), .KEY(KEY[2:0]), .HEX0(HEX0[6:0]), .HEX1(HEX1[6:0]), .HEX2(HEX2[6:0]), .HEX3(HEX3[6:0]), .HEX4(HEX4[6:0]), .HEX5(HEX5[6:0]), .LEDR(LEDR[9:0]));
endmodule
module fulladder(a, b, c, out, cout);
    input a, b, c;
    output cout, out;
    assign cout = a & b | a & c | b & c;
    assign out = a & b & c | a & ~b & ~c | ~a & b & ~c | ~a & ~b & c;
endmodule
module fa4bit(in, cin, cout, out);
    input [7:0] in;
    input cin;
    output [3:0] out;
    output cout;
    wire [3:0] c;
    fulladder fa0(
        .a(in[4]),
        .b(in[0]),
        .c(cin),
        .cout(c[0]),
        .out(out[0]));
    fulladder fa1(
        .a(in[5]),
        .b(in[1]),
        .c(c[0]),
        .cout(c[1]),
        .out(out[1]));
    fulladder fa2(
        .a(in[6]),
        .b(in[2]),
        .c(c[1]),
        .cout(c[2]),
        .out(out[2]));
    fulladder fa3(
        .a(in[7]),
        .b(in[3]),
        .c(c[2]),
        .cout(cout),
        .out(out[3]));
endmodule
module ALU(SW, KEY, HEX0, HEX1, HEX2, HEX3, HEX4, HEX5, LEDR);
    input [8:0] SW;
    input [2:0] KEY;
    output [6:0] HEX0, HEX1, HEX2, HEX3, HEX4, HEX5;
    output [7:0] LEDR;
    reg [7:0] temp; 
    wire[7:0] xrr, bwo, bwa, ito, veradd;
    wire[4:0] add;
    hex_display hex0(.IN(SW[3:0]), .OUT(HEX0[6:0]));
    hex_display hex2(.IN(SW[7:4]), .OUT(HEX2[6:0]));
    hex_display hex1(.IN(4'b0000), .OUT(HEX1[6:0]));
    hex_display hex3(.IN(4'b0000), .OUT(HEX3[6:0]));
    fa4bit adding(.in(SW[7:0]), .cin(1'b0), .cout (add[4]), .out(add[3:0])); 
    assign veradd[4:0] = SW[7:4] + SW[3:0]; 
    XOROR xoror(.a(SW[7:4]), .b(SW[3:0]), .out(xrr[7:0])); 
    bwOR bwor(.a(SW[7:4]), .b(SW[3:0]), .out(bwo[7:0])); 
    bwAND bwand(.a(SW[7:4]), .b(SW[3:0]), .out(bwa[7:0])); 
    intoout io(.a(SW[7:4]), .b(SW[3:0]), .out(ito[7:0])); 
    always @(*)
    begin:generating
        case(KEY[2:0])  
            3'b000:
            begin
                temp[7:5] = 3'b000;
                temp[4:0] = add;
            end  
            3'b001:
            begin
                temp[7:4] = 3'b000;
                temp[4:0] = veradd; 
             end 
            3'b010: temp = xrr; 
            3'b011: temp = bwo; 
            3'b100: temp = bwa; 
            3'b101: temp = ito; 
            default: temp = 8'b00000000;  
        endcase
    end
    assign LEDR = temp;
    hex_display hex4(.IN(temp[3:0]), .OUT(HEX4[6:0]));
    hex_display hex5(.IN(temp[7:4]), .OUT(HEX5[6:0]));
endmodule
module bwOR(a, b, out);
    input [3:0] a, b;
    output reg [7:0] out;
    always @(*)
    begin
    if(a | b)
        out = 8'b00000001;
    else
        out = 8'b00000000;
    end
endmodule
module bwAND(a, b, out);
    input [3:0] a, b;
    output reg [7:0] out;
    always @(*)
    begin
    if(& {a, b})
        out = 8'b00000001;
    else
        out = 8'b00000000;
    end
endmodule
module XOROR(a, b, out);
    input [3:0] a, b;
    output [7:0] out;
    assign out[7:4] = (a | b);
    assign out[3:0] = (a ^ b);
endmodule
module intoout(a, b, out);
    input [3:0] a, b;
    output [7:0] out;
    assign out[7:4] = b;
    assign out[3:0] = a;
endmodule
module hex_display(IN, OUT);
    input [3:0] IN;
     output reg [7:0] OUT;
     always @(*)
     begin
        case(IN[3:0])
            4'b0000: OUT = 7'b1000000;
            4'b0001: OUT = 7'b1111001;
            4'b0010: OUT = 7'b0100100;
            4'b0011: OUT = 7'b0110000;
            4'b0100: OUT = 7'b0011001;
            4'b0101: OUT = 7'b0010010;
            4'b0110: OUT = 7'b0000010;
            4'b0111: OUT = 7'b1111000;
            4'b1000: OUT = 7'b0000000;
            4'b1001: OUT = 7'b0011000;
            4'b1010: OUT = 7'b0001000;
            4'b1011: OUT = 7'b0000011;
            4'b1100: OUT = 7'b1000110;
            4'b1101: OUT = 7'b0100001;
            4'b1110: OUT = 7'b0000110;
            4'b1111: OUT = 7'b0001110;
            default: OUT = 7'b0111111;
        endcase
    end
endmodule
[./config.mk]
export PLATFORM = sky130hd
export DESIGN_NAME = Lab02_c
export DESIGN_NICKNAME = Lab02_c
export VERILOG_FILES = /design/flow/design.v
export SDC_FILE = /design/flow/constraint.sdc
export NUM_CORES = 4
export LEC_CHECK = 1
export CORE_AREA = 10 10 91 91
export DIE_AREA = 0 0 101 101
[./run.sh]
#!/bin/bash
# OpenROAD 26Q1-2900-gdf79404cd8, Yosys 0.63+post, stock flow scripts
make -C /OpenROAD-flow-scripts/flow DESIGN_CONFIG=/design/flow/config.mk WORK_HOME=/design/flow/orfs finish
==> job_summary.md <==
### Yosys + OpenROAD results

| Metric | Value |
|---|---|
| Setup ws final | 0.191 ns |
| Setup Viol. Count Final | 0 |
| IO Port Bufs | 47 |
| Sequential cell count | 0 |
| Max VDD drop | 0.0000484 V |
| CP Data Arrival Time | 4.05 ns |
| Outcome | finished, final reports clean |
| Clock Power Share | 0% |
| Initial antenna violation count | 0 |
| Die extent in y | 101 um |
| Global-route wire length before repair | 7890 um |
| Pre-CTS setup slack | -0.382 ns |
| Ao+oa area frac | 29.9% |
| Gr ovfl total | 0 |
| Hold WS | 3.00 ns |
| Top cells by count, synth | 28 x ha_1, 18 x inv_1, 16 x buf_4, 16 x nor2_1 |
| Number of clock buffers in the layout | 0 |
| WS Path Type | input port to output port |
| Post-route DRC | 0 |
| Site Rows | 29 |
| DRT Wirelength | 4730 um |
| Fin area | 2420 um2 |
| Ys cells | 215 |
| MaxCap Viol Count | 0 |
| Filler cell count | 623 |
| Syn. warnings | 11 |
| Vias after detailed routing | 1700 |
| Detailed Routing Iterations Pass 1 | 4 |
| CP peak stage delay | 0.42 ns |
| N_diodes | 0 |
| First DRT Iteration DRCs | 108 |
| Element type at the critical path start | input port |
| Post-synth area hogs | ha_1 22%, buf_4 7.4%, mux2i_1 6.8% |
| Via density | 4.64 |
| Gpl congestion | 0.905 |
| Vias in the first global route | 1683 |
| Area leader, netlist | ha_1 |
| Syn Inst Count | 215 |
| Distinct cell type count after synthesis | 56 |
| Cell with the most instances after synthesis | ha_1 |
| Internal power | 0.141 mW |
| Synthesized area per cell | 7.56 um2 |
| Mux contribution to synthesized area | 6.77% |
| Crit end category | output port |
| Synthesis-to-layout area growth | 48.7% |
| Final Cycle Share | 96.4% |
| Routed Antenna Nets | 0 |
| Post-placement cell count | 358 |
| Routed WL per cell | 12.9 um |
| IO Pins | 64 |
| Dominant comb cell | AND-OR/OR-AND gates |
| Reg area | 0 um2 |
| Core Box Area | 6350 um2 |
| Largest net degree at the start of global routing | 16 |
| Sequential share of the synthesized area | 0% |
| Hold Crit Class | input port to output port |
| Highest Clock Rate | 0.196 GHz |
| Sw frac | 42.4% |
| Fin util | 38.1% |
| Synth Cell Area | 1630 um2 |
| Worst-path cell chain | dlygate4sd2_1 -> ha_2 -> inv_1 -> fa_2 -> fa_2 -> fa_1 -> mux2i_1 -> a22o_1 -> nor2_2 -> buf_4 -> ha_1 -> mux2i_1 -> o22ai_1 -> clkdlybuf4s50_1 |
| Adder-cell share of the synthesized area | 25.3% |
| Required time of the critical path | 4.24 ns |
| DP Area | 2290 um2 |
| Highest-delay cell along the critical path | clkdlybuf4s50_1 |
| Post-Synth XOR/XNOR Area | 1.08% |
| RSZ-0062 raised after global routing | no |
| Floorplan utilization | 25.6% |
| Switching Power | 0.104 mW |
| Comb pwr share | 100.0% |
| Tool warnings | 53 |
| Share of cells above drive strength 1 | 22.8% |
| Area share, top type | 21.6% |
| DP Wirelength | 3970 um |
| Sequential share of power | 0% |
| Combinational Area | 1460 um2 |
| Power density cells | 101 nW/um2 |
| CP Max Fanout | 3 |
| CTS Hold Bufs | 0 |
| Final-report max-slew violation count | 0 |
| Yosys Chip Area | 1630 um2 |
| P_leak | 1.19 nW |
| Min cycle time layout | 5.11 ns |
| Die span in x | 101 um |
| Chip Area | 10200 um2 |
| Final Instance Count excl. Fillers | 366 |
| Final tally of hold violations | 0 |
| Area share of and/or/nand/nor cells after synthesis | 19.6% |
| GR Util All Layers | 8.86% |
## routing by layer
metal / track usage (%) / wire length [um] / vias up / part of all wire, %
li1: - / - / 894 / -
met1: 11.6 / 2170 / 771 / 46
met2: 15.5 / 2280 / 35 / 48
met3: 1.87 / 274 / 0 / 5.8
met4: 0 / 0 / 0 / 0
met5: 0 / 0 / - / 0
## critical path, delay by kind of cell
kind / cells / cell delay (ns)
adder cells (fa/ha/maj): 5 / 1.52
AND/OR/NAND/NOR: 1 / 0.07
AND-OR/OR-AND: 2 / 0.28
multiplexers: 2 / 0.27
buffers and inverters: 4 / 0.86
## layout by cell type (no fill, tap or decap), drive strengths merged, types with 2 or more instances in the layout
cell,count
o22ai,3
o211ai,5
a22o,5
nor2,17
nand3,8
dlygate4sd2,3
inv,21
a31oi,4
conb,16
o31ai,2
dlymetal6s2s,7
o2bb2ai,3
nor3,4
a2bb2oi,3
ha,28
fa,3
a21oi,9
or3,2
nand2,11
a211oi,6
xnor2,2
buf,39
clkdlybuf4s50,36
mux2i,11
a211o,2
nand2b,6
o21ai,10
## area by class of cell
type	count	area share, %
tap	77	3.99
multi-input combinational	181	60.4
timing repair buffer	86	31.9
inverter	22	3.73
## cell families (layout without fill, tap and decap cells)
group | count (synthesis) | after routing
compound gates | 61 | 61
simple gates | 60 | 60
buf+inv | 48 | 108
fa+ha+maj | 31 | 31
mux | 11 | 11
other cells | 2 | 16
xor+xnor | 2 | 2
## power groups by stage
stage / combinational, mW / sequential (mW) / clock (mW)
5_1_grt: 0.274 / 0 / 0
6_report: 0.245 / 0 / 0
4_1_cts: 0.244 / 0 / 0
## worst paths after layout
path               from      end  depth (start not counted)
setup / recovery  SW[4]  HEX5[6]                         14
hold / removal    SW[5]  HEX4[4]                          7
## per-stage QoR
step / setup TNS, ns / power (mW)
6_report: 0 / 0.245
5_1_grt: 0 / 0.274
4_1_cts: 0 / 0.244
3_5_place_dp: -4.10 / 0.239
3_3_place_gp: -4.06 / 0.239
2_1_floorplan: 0 / 0.125
## what timing repair did
action                                  in CTS  in global routing
pin swaps                                    6                  4
endpoints found under the setup margin      15                 13
gates resized                               11                 19
buffers inserted                             6                  2
Power figures rest on the tool's default switching activity, not on a simulated workload.
