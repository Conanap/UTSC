==> design/flow/design.v <==
module sequence_detector(SW, KEY, LEDR);
    input [9:0] SW;
    input [3:0] KEY;
    output [9:0] LEDR;
    wire w, clock, resetn, out_light;
    reg [3:0] y_Q, Y_D;  
    localparam A = 4'b0000, B = 4'b0001, C = 4'b0010, D = 4'b0011, E = 4'b0100, F = 4'b0101, G = 4'b0110;
    assign w = SW[1];
    assign clock = ~KEY[0];
    assign resetn = SW[0];
    always@(*)
    begin: state_table
        case (y_Q)
            A: begin
                   if (!w) Y_D <= A;
                   else Y_D <= B;
               end
            B: begin
                   if(!w) Y_D <= A;
                   else Y_D <= C;
               end
            C: begin
                if (!w) Y_D <= E;
                else Y_D <= D;
            end
            D: begin
                if(!w) Y_D <= E;
                else Y_D <= F;
            end
            E: begin
                if (!w) Y_D <= A;
                else Y_D <= G;
            end
            F: begin
                if (!w) Y_D <= E;
            end
            G: begin
                if (!w) Y_D <= A;
                else Y_D <= G;
            end
            default: Y_D = A;
        endcase
    end  
    always @(posedge clock)
    begin: state_FFs
        if(resetn == 1'b0)
            y_Q <=  A;  
        else
            y_Q <= Y_D;
    end  
    assign out_light = ((y_Q == F) | (y_Q == G));
    assign LEDR[9] = out_light;
    assign LEDR[3:0] = y_Q;
endmodule
==> design/flow/run.sh <==
#!/bin/bash
# OpenROAD 26Q1-2900-gdf79404cd8, Yosys 0.63+post, stock flow scripts
make -C /OpenROAD-flow-scripts/flow DESIGN_CONFIG=/design/flow/config.mk WORK_HOME=/design/flow/orfs finish
==> design/flow/config.mk <==
export PLATFORM = sky130hd
export DESIGN_NAME = sequence_detector
export DESIGN_NICKNAME = sequence_detector
export VERILOG_FILES = /design/flow/design.v
export SDC_FILE = /design/flow/constraint.sdc
export NUM_CORES = 4
export LEC_CHECK = 1
export CORE_AREA = 10 10 70 70
export DIE_AREA = 0 0 80 80
==> design/flow/constraint.sdc <==
current_design sequence_detector

set clk_period 1.1
set clk_io_pct 0.2

create_clock -name clk0 -period $clk_period [get_ports {KEY}]

set non_clock_inputs [all_inputs -no_clocks]
set_input_delay [expr $clk_period * $clk_io_pct] -clock clk0 $non_clock_inputs
set_output_delay [expr $clk_period * $clk_io_pct] -clock clk0 [all_outputs]
==> run summary <==
Implementation results.

Summed over all layers, the global routing overflow is 0. The via count of the first global-routing pass came to ~250. TritonRoute reported its final design rule violation total as 0. The element type at the critical path end is an output pin. Per the detail_route report, inserted antenna diodes total 0. The number of hold violations in the final report is 0. STA reports the tightest min-delay check as being of type primary input to flop. The launching element of the worst setup path is y_Q[0].

After detailed routing, the average wire length per cell comes to 7.08 microns. After synthesis, the mean cell area works out to approximately 8.6 sq um. The run finished, with violations left. The H-tree level count is 1. The count of unclocked register or latch pins is 3. Detailed routing inserted a total of ~240 vias. STA classifies the critical path startpoint as a flop. In this run, CTS created clock tree buffers numbering 3. Before any placement, the netlist area is recorded as around 260 sq um. For this design the ratio of total power to cell area is roughly 740 mW/mm^2. Summed over all nets, the switching power comes to 0.0000721 W. The count of endpoints failing setup in the final report is 4. The length of the first detailed-routing pass in iterations is 3.

Clock-pin slew was measured on the worst setup and hold paths at approximately 30 ps. In this run, synthesis inferred 0 flip-flops with an integrated enable. Once placement completed, the tool counted placed cells totaling about 83. The total half-perimeter wirelength after legalization and detailed placement is 470 microns.

Setup repair after global routing could not meet its margin everywhere. The final count of pins violating max slew is 0. The CTS root buffer is clkbuf_4. The critical setup path kind is flop to output pin. The core area is around 0.0034 sq mm. The stage-log warning count is between 60 and 70. For this design, Yosys synthesis ends with a cell count of 30.

Registers take ~120 sq um. The cell leakage power is ~0.22 nW. The synthesized netlist devotes under 10% of its cell area to compound gates. The highest-delay cell along the critical path is dfxtp_4.

Of all nets on the critical path, the largest fanout is 3. The sequential share of power is roughly a third. The DRC violation total after the first TritonRoute iteration is 6. The data arrival time reported for the critical path is 1590 ps. The floorplan die width is 80 microns. In this run switching power makes up 21.6% of total power. For reference, the placement row count at floorplan is 21. The area share of the largest cell type after synthesis is about a quarter.

The first global-routing pass estimated approximately 960 microns of wire. The overall fraction of global-route tracks in use is 1.95%. Measured along the y axis, the die boundary spans 80 microns. The script logs the ratio of routed vias to standard cells as 2.56. The count of nets left with antenna violations after detail routing is 0.

The share of cell area taken by muxes after synthesis is 0%. Among all stages on the critical path, the maximum delay recorded is 340 ps. The synthesized instance count is 30.

Summing all multi-input logic gate instances after layout gives roughly 130 sq um. The combinational group share of total power is approximately 7.5%. The number of different library cells used by synthesis comes to 13. The data required time reported for the critical path is about 880 ps. The maximum count of clock buffers along a single path is 2.

The largest net degree at the start of global routing is 8. The proportion of layout cells with a drive suffix above 1 is roughly 40%. The layout has approximately 410 filler cells.

The async set-or-reset flop fraction in the synthesized netlist is 0%. The worst VDD IR drop from the latest analysis is roughly 0.18 mV. The largest family of logic cells by area is simple AND/OR/NAND/NOR gates. The overall die area is 0.00640 sq mm. The area share of xor/xnor cells in the synthesized design is 0%. After synthesis, the chip area reported by Yosys is 258 sq um. In this run, the clock network consumes about 61% of the power.

The number of maximum-capacitance violations is 0. In this run the critical path is formed by nor2b_4, o21a_1, buf_2. The post-detailed-routing wire length is around 660 microns. dfxtp_1 takes more of the synthesized area than any other cell. The count of warnings emitted by yosys is 6. Compared with the post-synthesis result, the final layout area differs by 75.7%. The checks that failed: setup timing. Once synthesis finished, the tally of register bits stood at 6. By area the synthesized netlist is led by dfxtp_1 (23%), buf_4 (20%), dlxtn_1 (17%), and2_1 (7.3%), nor2b_1 (7.3%). The initial antenna violation count is 0. Among all cell types in the netlist, the one instantiated most often is buf_4. The starting density of the core is approximately 7.5%. TritonCTS built the clock tree. In this run, the synthesized area fraction spent on and/or/nand/nor cells is recorded as 27.2%. The pre-CTS setup slack is -775 ps. The final critical-path setup slack is -713 ps.

The final core area utilization is between 10% and 20%. The number of hold buffers added after CTS was 0. The count of pins on the block boundary is 24. The total negative slack for setup checks is -2060 ps.

The buffer_ports step reported a buffer count of 6. In this run the most critical hold path is launched from SW[0]. The number of unconstrained endpoints is 3.

The most frequently used flop master after synthesis is dlxtn_1. The routability-driven placement congestion ratio is approximately 0.72. In the power breakdown, the internal column shows roughly 0.00026 W.

The final instance count without filler cells is a little over 90. Per the synthesis report, the adder-cell share of the synthesized area is 0%.
==> cells in the final DEF, fill, tap and decap left out <==
cell,instances
buf_2,1
nor3b_1,1
o21a_1,1
or3_1,1
dfxtp_4,3
buf_4,5
clkbuf_4,3
clkdlybuf4s50_1,1
conb_1,6
o21ai_0,3
dlxtn_1,3
clkbuf_2,1
dlygate4sd2_1,1
nand2b_1,1
and3_1,2
nor2b_1,1
inv_1,4
and2_1,3
buf_6,4
nor2b_4,2
==> state kept, by name, summed over array words and instances (netlist names) <==
register,flops
Y_D,3
y_Q,3
==> what timing repair did <==
| item | 4_1_cts | 5_1_grt |
|---|---|---|
| buffers inserted | 4 | 2 |
| endpoints found under the setup margin | 7 | 4 |
| pin swaps | 1 | 1 |
| resized | 19 | 6 |
==> worst max-delay path, delay by kind of cell, from the launching register on <==
kind | cells | cell delay [ps]
flip-flops | 1 | 340
AND-OR/OR-AND | 1 | 180
AND/OR/NAND/NOR | 1 | 130
buffers and inverters | 1 | 120
==> cell type report <==
| class | instances | area share, % |
|---|---|---|
| Multi-Input combinational cell | 21 | 28.7 |
| Sequential cell | 6 | 25.7 |
| Timing Repair Buffer | 13 | 24.6 |
| Tap cell | 46 | 12.7 |
| Clock buffer | 3 | 4.97 |
| Clock inverter | 4 | 3.31 |
==> path summary, 6_finish.rpt <==
| check | cells after the start | endpoint |
|---|---|---|
| worst min-delay path | 2 | y_Q[0] |
| worst max-delay path | 3 | LEDR[9] |
==> power groups by stage <==
| stage | sequential, W | combinational, W | clock, W |
|---|---|---|---|
| CTS | 0.000111 | 0.0000253 | 0.000231 |
| global route | 0.000107 | 0.0000291 | 0.000263 |
| finish | 0.000107 | 0.0000251 | 0.000202 |
==> kinds of logic after synthesis <==
group | after synthesis
latches | 3
AND-OR/OR-AND | 4
AND/OR/NAND/NOR | 11
buffers and inverters | 8
flip-flops | 3
other | 1
==> metal layers <==
| metal | global-route usage [%] | up-vias | wire (microns) |
|---|---|---|---|
| met4 | 0.528 | 0 | 0 |
| met1 | 2.13 | 108 | 321 |
| met5 | 0 | - | 0 |
| met3 | 2.50 | 0 | 102 |
| met2 | 2.17 | 12 | 234 |
| li1 | - | 118 | - |
==> through the flow <==
step / hold WS, ps / instance area, sq um / power, W
CTS: 857 / 449 / 0.000367
global placement: 1410 / 375 / 0.000161
finish: 890 / 453 / 0.000334
floorplan: 892 / 288 / 0.000159
global route: 869 / 453 / 0.000399
detailed placement: 1400 / 375 / 0.000160
Power is estimated from default activity; no workload was simulated.
