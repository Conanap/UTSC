[/design/flow/run.sh]
#!/bin/bash
# OpenROAD 26Q1-2900-gdf79404cd8, Yosys 0.63+post, stock flow scripts
make -C /OpenROAD-flow-scripts/flow DESIGN_CONFIG=/design/flow/config.mk WORK_HOME=/design/flow/orfs finish
[/design/flow/config.mk]
export PLATFORM = sky130hd
export DESIGN_NAME = lab3_b
export DESIGN_NICKNAME = lab3_b
export VERILOG_FILES = /design/flow/design.v
export SDC_FILE = /design/flow/constraint.sdc
export NUM_CORES = 4
export LEC_CHECK = 1
export CORE_AREA = 10 10 70 70
export DIE_AREA = 0 0 80 80
[/design/flow/constraint.sdc]
current_design lab3_b

set clk_period 1.0
set clk_io_pct 0.2

create_clock -name clk0 -period $clk_period [get_ports {KEY}]

set non_clock_inputs [all_inputs -no_clocks]
set_input_delay [expr $clk_period * $clk_io_pct] -clock clk0 $non_clock_inputs
set_output_delay [expr $clk_period * $clk_io_pct] -clock clk0 [all_outputs]
[/design/flow/design.v]
module lab3_b(LEDR, SW, KEY);
    input [9:0] SW;
    input [3:0] KEY;
    output [7:0] LEDR;
	 wire [7:0] w;
	oneBitShifter s0(.loadVal(SW[7]), .IN(KEY[3]), .OUT(w[7]), .shift(KEY[2]), .load_n(KEY[1]),.reset_n(SW[9]),.clock(KEY[0]) );
	oneBitShifter s1(.loadVal(SW[6]), .IN(w[7]), .OUT(w[6]), .shift(KEY[2]), .load_n(KEY[1]),.reset_n(SW[9]),.clock(KEY[0]) );	 
	oneBitShifter s2(.loadVal(SW[5]), .IN(w[6]), .OUT(w[5]), .shift(KEY[2]), .load_n(KEY[1]),.reset_n(SW[9]),.clock(KEY[0]) );	 
 	oneBitShifter s3(.loadVal(SW[4]), .IN(w[5]), .OUT(w[4]), .shift(KEY[2]), .load_n(KEY[1]),.reset_n(SW[9]),.clock(KEY[0]) );
	oneBitShifter s4(.loadVal(SW[3]), .IN(w[4]), .OUT(w[3]), .shift(KEY[2]), .load_n(KEY[1]),.reset_n(SW[9]),.clock(KEY[0]) );
	oneBitShifter s5(.loadVal(SW[2]), .IN(w[3]), .OUT(w[2]), .shift(KEY[2]), .load_n(KEY[1]),.reset_n(SW[9]),.clock(KEY[0]) );
 	oneBitShifter s6(.loadVal(SW[1]), .IN(w[2]), .OUT(w[1]), .shift(KEY[2]), .load_n(KEY[1]),.reset_n(SW[9]),.clock(KEY[0]) );  
	oneBitShifter s7(.loadVal(SW[0]), .IN(w[1]), .OUT(w[0]), .shift(KEY[2]), .load_n(KEY[1]),.reset_n(SW[9]),.clock(KEY[0]) );
	LEDdisplay led0(.IN(w[7:0]), .OUT(LEDR[7:0]));
endmodule
module flipflop(d,q,clock,reset_n);
	input  d;
	input clock, reset_n;
	output reg q;
    always @(posedge clock)
    begin
        if(reset_n == 1'b0)
            q<=0;
        else
            q<=d;
    end
endmodule
module mux2to1(x, y, s, m);
    input x;  
    input y;  
    input s;  
    output m;  
    assign m = s & y | ~s & x;
endmodule
module oneBitShifter(loadVal, IN, OUT, shift, load_n,reset_n,clock );
	input IN,loadVal,shift,load_n,reset_n,clock;
	output OUT;
	wire [1:0] w;
	mux2to1 m0(.x(OUT),
	.y(IN),
	.s(shift),
	.m(w[0])
	);
	mux2to1 m1(.x(loadVal),
	.y(w[0]),
	.s(load_n),
	.m(w[1])
	);
	flipflop f(
		.d(w[1]),
		.q(OUT),
		.clock(clock),
		.reset_n(reset_n)
		);
endmodule
module LEDdisplay(IN,OUT);
	input[7:0] IN;
	output [7:0] OUT ;
	assign OUT = IN;
endmodule
==> impl_metrics.toml <==
# flow metrics
[clocking]
post_cts_hold_buffer_count = 0
reg_clk_slew_reported_paths_ns = 0.04
clock.latency.late_pin_ns = 0.22
cts_tree = "built"

[cells_and_area]
final_design_area_no_fill_um2 = 698.2
fin_util = 0.2044
layout-area-overhead-vs-synth_pct = 71.69
drive_above_1_share = 0.3939
layout_top_cell = "clkbuf_4"

[grt]
grt_remaining_overflow = 0
antenna_found_initial = 0
first_global_vias = 585
grt_start_max_net_pins = 10
globalRouteTotalUtil = 0.03927
wire_length_of_the_first_global_routing_pass_mm = 1.959

[timing]
rsz0062_at_grt = "no"
fin_skew_ns = 0
fin_hold_ws_ns = -0.005045
worst_slew_pin_slew_ns = 0.2946
timing.final.max_slew_violations = 0
timing.setup.tns_ns = 0
finalWorstPathRequiredPeriod_ns = 0.9150
maxClockFrequency_mhz = 1093
worst_slew_margin_rel = 0.8033
finalClockPeriodUsage = 0.9150
final_hold_viol_count = 1
final-setup-viol-count = 0

[setup_path]
worstPathMaxFanout = 2
timing.critical_path.to_type = "output port"
worst_ep_arrival_time_ns = 0.72
timing.critical_path.required_ns = 0.80
timing.critical_path.slowest_cell_delay_ns = 0.32
crit_buf_inv = 1
crit_path_start_kind = "flip-flop"
timing.critical_path.cells = "clkdlybuf4s15_1"
cp_top_family = "flip-flops"
worst_path_max_delay_cell = "dfxtp_2"
timing_worst_setup_path_type = "flip-flop to output port"

[routing]
vias_per_cell = 3.348
routedWlPerCell_um = 10.78
detailed_router_iteration_count_before_antenna_repair = 3
postRouteWirelength_mm = 1.207
antenna-diode-count = 0
final_ant_viol_nets = 0
drcViolationCount = 0
total_number_of_vias = 375
initial_drt_markers = 33

[logic_synthesis]
syn-instance-count = 42
postSynthRegisterBits = 8
synth-area-yosys_um2 = 406.6
synth.distinct_cells = 8
yosysCellCount = 42
yosysWarningCount = 1
sequential_element_share_of_the_synthesized_area = 0.3938
synth.avg_cell_area_um2 = 9.682
synthesis.area_um2 = 406.6

[floorplanning]
floorplan.core_util = 0.1190
row_count = 21
die.size.y_um = 80
die-area_um2 = 6400
ios = 22
fp.coreArea_um2 = 3416
die-width_um = 80

[pwr]
comb_power_share = 0.170
p_int_mw = 1.564
power_density_nw_per_um2 = 3137
power_switching_mw = 0.6260
sequentialPowerShare = 0.246
power.share.clock = 0.583
leakagePower_nw = 0.3013
ir_drop_v = 0.0005193
switching_share = 0.2859
pnr_total_power_mw = 2.190

[placed_design]
placement.io_buffers = 17
final_estimated_routing_congestion_in_global_placement = 0.7162
dpl-instance-area_um2 = 596.8
place_hpwl_um = 937

[min_path]
hp-class = "clock port to flip-flop"

[flow_run]
cap_violations = 0
count_of_tool_warnings = 117

[run_status]
outcome = "finished with violations"
violations = "negative hold slack"
## worst paths after layout
check                 start   endpoint  slack [ns]  cells after the start
hold / removal       KEY[3]  flip-flop      -0.005                      2
hold reg to reg   flip-flop  flip-flop        0.55                      2
setup reg to reg  flip-flop  flip-flop        0.23                      3
setup / recovery  flip-flop    LEDR[7]        0.08                      1
## stage by stage
stage	setup WS, ns	std cells
after floorplan	0.06063	42
after global placement	-0.09781	101
after detailed placement	-0.1202	101
after CTS	0.001201	112
after global routing	0.009586	112
final	0.08497	112
## power groups by stage
stage	clock network, mW	logic, mW	registers (mW)
4_1_cts	1.47	0.384	0.540
5_1_grt	1.59	0.413	0.555
6_report	1.28	0.373	0.539
## per-layer routing
metal / up-vias / track usage / routed length (um)
met1: 154 / 0.02283 / 377
met4: 0 / 0.07042 / 112
met3: 11 / 0.04091 / 94
li1: 194 / - / -
met5: - / 0 / 0
met2: 16 / 0.04735 / 622
## cells in the mapped netlist
cell type	number	area, um^2
buf_4	8	60.06
o21ai_0	6	30.03
o21ai_1	1	5.000
buf_6	2	22.52
a21oi_1	8	40.04
mux2i_1	8	80.08
o21ai_2	1	8.760
dfxtp_1	8	160.2
## what timing repair did
action,CTS,global route
setup endpoints to repair,8,5
gates cloned,0,0
gates resized,23,2
buffers inserted,1,0
## logic make-up after synthesis
kind of cell,after synthesis,share of synthesized area
mux,8,0.1969
compound gates,16,0.2062
flops,8,0.3938
buf+inv,10,0.2031
## cell type report
type	instances	area (um^2)
clock buffer	10	81.33
fill	366	2718
multi-input combinational	24	163.9
sequential	8	170.2
tap	46	57.56
timing repair buffer	24	225.2
No activity file was given, so power comes from the tool's default toggle rates.
